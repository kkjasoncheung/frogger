`design/flow/constraint.sdc`:
```
current_design vga_controller

set clk_period 3.3
set clk_io_pct 0.2

create_clock -name clk0 -period $clk_period [get_ports {vga_clock}]

set non_clock_inputs [all_inputs -no_clocks]
set_input_delay [expr $clk_period * $clk_io_pct] -clock clk0 $non_clock_inputs
set_output_delay [expr $clk_period * $clk_io_pct] -clock clk0 [all_outputs]
```
`design/flow/run.sh`:
```
#!/bin/bash
# OpenROAD 26Q1-2900-gdf79404cd8, Yosys 0.63+post, stock flow scripts
make -C /OpenROAD-flow-scripts/flow DESIGN_CONFIG=/design/flow/config.mk WORK_HOME=/design/flow/orfs finish
```
`design/flow/config.mk`:
```
export PLATFORM = sky130hd
export DESIGN_NAME = vga_controller
export DESIGN_NICKNAME = vga_controller
export VERILOG_FILES = /design/flow/design.v
export SDC_FILE = /design/flow/constraint.sdc
export NUM_CORES = 4
export LEC_CHECK = 1
export CORE_UTILIZATION = 30
```
`design/flow/design.v`:
```
module vga_address_translator(x, y, mem_address);
	parameter RESOLUTION = "320x240";
	input [((RESOLUTION == "320x240") ? (8) : (7)):0] x; 
	input [((RESOLUTION == "320x240") ? (7) : (6)):0] y;	
	output reg [((RESOLUTION == "320x240") ? (16) : (14)):0] mem_address;
	wire [16:0] res_320x240 = ({1'b0, y, 8'd0} + {1'b0, y, 6'd0} + {1'b0, x});
	wire [15:0] res_160x120 = ({1'b0, y, 7'd0} + {1'b0, y, 5'd0} + {1'b0, x});
	always @(*)
	begin
		if (RESOLUTION == "320x240")
			mem_address = res_320x240;
		else
			mem_address = res_160x120[14:0];
	end
endmodule
module vga_controller(	vga_clock, resetn, pixel_colour, memory_address, 
		VGA_R, VGA_G, VGA_B,
		VGA_HS, VGA_VS, VGA_BLANK,
		VGA_SYNC, VGA_CLK);
	parameter COLOUR_CHANNEL_DEPTH = 1;
	parameter MONOCHROME = "FALSE";
	parameter RESOLUTION = "320x240";
	parameter C_VERT_NUM_PIXELS  = 10'd480;
	parameter C_VERT_SYNC_START  = 10'd493;
	parameter C_VERT_SYNC_END    = 10'd494;  
	parameter C_VERT_TOTAL_COUNT = 10'd525;
	parameter C_HORZ_NUM_PIXELS  = 10'd640;
	parameter C_HORZ_SYNC_START  = 10'd659;
	parameter C_HORZ_SYNC_END    = 10'd754;  
	parameter C_HORZ_TOTAL_COUNT = 10'd800;	
	input vga_clock, resetn;
	input [((MONOCHROME == "TRUE") ? (0) : (COLOUR_CHANNEL_DEPTH*3-1)):0] pixel_colour;
	output [((RESOLUTION == "320x240") ? (16) : (14)):0] memory_address;
	output reg [9:0] VGA_R;
	output reg [9:0] VGA_G;
	output reg [9:0] VGA_B;
	output reg VGA_HS;
	output reg VGA_VS;
	output reg VGA_BLANK;
	output VGA_SYNC, VGA_CLK;
	reg VGA_HS1;
	reg VGA_VS1;
	reg VGA_BLANK1; 
	reg [9:0] xCounter, yCounter;
	wire xCounter_clear;
	wire yCounter_clear;
	wire vcc;
	reg [((RESOLUTION == "320x240") ? (8) : (7)):0] x; 
	reg [((RESOLUTION == "320x240") ? (7) : (6)):0] y;	
	assign vcc =1'b1;
	always @(posedge vga_clock or negedge resetn)
	begin
		if (!resetn)
			xCounter <= 10'd0;
		else if (xCounter_clear)
			xCounter <= 10'd0;
		else
		begin
			xCounter <= xCounter + 1'b1;
		end
	end
	assign xCounter_clear = (xCounter == (C_HORZ_TOTAL_COUNT-1));
	always @(posedge vga_clock or negedge resetn)
	begin
		if (!resetn)
			yCounter <= 10'd0;
		else if (xCounter_clear && yCounter_clear)
			yCounter <= 10'd0;
		else if (xCounter_clear)		 
			yCounter <= yCounter + 1'b1;
	end
	assign yCounter_clear = (yCounter == (C_VERT_TOTAL_COUNT-1)); 
	always @(*)
	begin
		if (RESOLUTION == "320x240")
		begin
			x = xCounter[9:1];
			y = yCounter[8:1];
		end
		else
		begin
			x = xCounter[9:2];
			y = yCounter[8:2];
		end
	end
	vga_address_translator controller_translator(
					.x(x), .y(y), .mem_address(memory_address) );
		defparam controller_translator.RESOLUTION = RESOLUTION;
	always @(posedge vga_clock)
	begin
		VGA_HS1 <= ~((xCounter >= C_HORZ_SYNC_START) && (xCounter <= C_HORZ_SYNC_END));
		VGA_VS1 <= ~((yCounter >= C_VERT_SYNC_START) && (yCounter <= C_VERT_SYNC_END));
		VGA_BLANK1 <= ((xCounter < C_HORZ_NUM_PIXELS) && (yCounter < C_VERT_NUM_PIXELS));	
		VGA_HS <= VGA_HS1;
		VGA_VS <= VGA_VS1;
		VGA_BLANK <= VGA_BLANK1;	
	end
	assign VGA_SYNC = vcc;
	assign VGA_CLK = vga_clock;
	integer index;
	integer sub_index;
	always @(pixel_colour)
	begin		
		VGA_R <= 'b0;
		VGA_G <= 'b0;
		VGA_B <= 'b0;
		if (MONOCHROME == "FALSE")
		begin
			for (index = 10-COLOUR_CHANNEL_DEPTH; index >= 0; index = index - COLOUR_CHANNEL_DEPTH)
			begin
				for (sub_index = COLOUR_CHANNEL_DEPTH - 1; sub_index >= 0; sub_index = sub_index - 1)
				begin
					VGA_R[sub_index+index] <= pixel_colour[sub_index + COLOUR_CHANNEL_DEPTH*2];
					VGA_G[sub_index+index] <= pixel_colour[sub_index + COLOUR_CHANNEL_DEPTH];
					VGA_B[sub_index+index] <= pixel_colour[sub_index];
				end
			end	
		end
		else
		begin
			for (index = 0; index < 10; index = index + 1)
			begin
				VGA_R[index] <= pixel_colour[0:0];
				VGA_G[index] <= pixel_colour[0:0];
				VGA_B[index] <= pixel_colour[0:0];
			end	
		end
	end
endmodule
```
==> Table 3: Implementation characteristics <==
Summary of implementation characteristics

Parameter                              Value

Run status
  Run status .................. finished, final reports clean

Finish
  Fraction of final layout cells sized beyond drive strength 1 .................. 22.7%
  Area growth from synthesis to layout .................. 17.2%
  Footprint of the flip-flops and latches .................. 621 um2
  Number of filler instances in the final layout .................. 623
  Dominant logic cell type in the layout .................. sky130_fd_sc_hd__dfrtp_1
  Non-filler instance count after layout .................. 293
  Combined area of the multi-input logic cells .................. 1120 um2
  Most frequently placed logic cells in the final layout .................. sky130_fd_sc_hd__dfrtp_1 (20), sky130_fd_sc_hd__ha_1 (19), sky130_fd_sc_hd__buf_4 (18), sky130_fd_sc_hd__clkdlybuf4s50_1 (15)

Synth
  Average cell area after synthesis .................. 9.46 um2
  Proportion of synthesized flip-flops having asynchronous set or reset .................. 76.9%
  YS chip area .................. 1990 um2
  Synth area leader .................. sky130_fd_sc_hd__dfrtp_1
  Top-area cell type share of the netlist area .................. 25.2%
  Gate count of the mapped netlist .................. 210
  Yosys Instances .................. 210
  Syn. warnings .................. 2
  Number of flops mapped to enable cells by yosys .................. 0
  Cell types with the largest area share after synthesis .................. sky130_fd_sc_hd__dfrtp_1 (25%), sky130_fd_sc_hd__buf_4 (15%), sky130_fd_sc_hd__ha_1 (14%)
  Sequential share of the synthesized area .................. 31.2%
  Cell Area, Synth .................. 1990 um2
  Library cells used by synthesis .................. 40
  #FFs+latches synth .................. 26
  Most frequently used flop master after synthesis .................. sky130_fd_sc_hd__dfrtp_1

Job
  Number of warnings in the stage logs .................. 33
  Maximum capacitance violations .................. 0

Setup path
  Critical path class .................. flip-flop to primary output
  Worst setup SP type .................. flip-flop
  Worst Path Max Fanout .................. 2
  Required time of the worst setup path .................. 2.64 ns
  Arrival time of the worst setup path .................. 2.58 ns
  Crit. End Element .................. primary output

Power
  Power per standard cell area .................. 300 nW/um2
  Maximum vdd drop .................. 0.218 mV
  P_leak .................. 0.00108 uW
  Power Total .................. 698 uW

Route
  Via count .................. 1375
  Residual DRC count .................. 0
  WL per Instance .................. 11.7 um
  DR iter-0 viols .................. 45
  Detailed Route WL .................. 3410 um
  Via-per-instance ratio .................. 4.69
  N_diodes .................. 0
  Number of nets still failing antenna checks after routing .................. 0
  First-pass iteration count of the detailed router .................. 4

Place
  Port buffer count .................. 22
  RD Place Congestion .................. 0.762
  Placed Cells .................. 282
  DP Wirelength .................. 2480 um

STA
  Worst relative slew slack .................. 53.8%
  Final setup skew .................. 0.00395 ns
  Slew at the pin closest to its max-slew limit .................. 0.687 ns
  Count of endpoints failing setup in the final report .................. 0
  RSZ-0062 raised after global routing .................. true
  Part of the cycle the worst path needs .................. 98.1%
  Final worst path period need .................. 3.24 ns
  Final slew viol count .................. 0
  Final hold viol count .................. 0
  Maximum operating frequency .................. 309 MHz

GRT
  Initial antenna violation count .................. 0
  Pin count of the biggest net entering global routing .................. 21
  Total global routing track utilization .................. 10.8%
  Global-route wire length before repair .................. 6080 um
  GR Overflow Total .................. 0
  Number of global-route vias before repair .................. 1361

Clocking
  CTS tree .................. built
  Clock transition time at the flip-flop clock pins of the worst setup and hold paths .................. 0.09 ns
  Clk latency late pin .................. 0.37 ns
  Number of buffers added to fix hold violations after cts .................. 0

Die
  Ports .................. 57
  Floorplan die area .................. 6950 um2
  Chip Height .................. 83.4 um
  Chip width .................. 83.4 um
  Standard cell core area .................. 6390 um2
  Initial cell density of the core .................. 31.1%
  FP Rows .................. 29

Min path
  Type of the most critical hold path .................. flip-flop to flip-flop
## metrics by stage
step / utilization [%] / instance area (um2) / hold WS [ns] / setup slack (ns) / setup TNS (ns)
after detailed placement: 32.9 / 2100 / 0.313 / -0.136 / -0.163
after global placement: 32.9 / 2100 / 0.312 / -0.143 / -0.177
after CTS: 35.7 / 2280 / 0.336 / -0.00110 / -0.00110
after global routing: 36.5 / 2330 / 0.354 / -0.0833 / -0.196
final: 36.5 / 2330 / 0.336 / 0.0619 / 0
after floorplan: - / 1990 / 0.310 / 0.299 / 0
## state kept, by name, indices dropped and copies added (netlist names)
| name | count |
|---|---|
| VGA_BLANK | 1 |
| VGA_BLANK1 | 1 |
| VGA_HS | 1 |
| VGA_HS1 | 1 |
| VGA_VS | 1 |
| VGA_VS1 | 1 |
| xCounter | 10 |
| yCounter | 10 |
## per-layer routing
| metal | track usage, % | wire length (um) | vias up |
|---|---|---|---|
| met1 | 16.0 | 1660 | 638 |
| li1 | - | - | 712 |
| met4 | 3.29 | 68 | 0 |
| met3 | 2.83 | 177 | 9 |
| met5 | 0 | 0 | - |
| met2 | 15.8 | 1500 | 16 |
## critical path, cell delays in order, from the launching register on
cell,delay (ns)
sky130_fd_sc_hd__dfrtp_1,0.37
sky130_fd_sc_hd__inv_2,0.05
sky130_fd_sc_hd__fa_1,0.55
sky130_fd_sc_hd__inv_2,0.06
sky130_fd_sc_hd__fa_2,0.37
sky130_fd_sc_hd__buf_4,0.15
sky130_fd_sc_hd__a21o_1,0.16
sky130_fd_sc_hd__a211oi_2,0.20
sky130_fd_sc_hd__nor2_2,0.06
sky130_fd_sc_hd__dlygate4sd2_1,0.23
## where the power goes
part | internal (uW) | switching, uW
logic | 1.81 | 4.86
registers | 317 | 0
clock network | 259 | 116
total | 578 | 120
## cell families after synthesis
group	after synthesis	synth area share, %
muxes	2	1.07
DFF	26	31.2
buffers and inverters	53	17.8
and+or+nand+nor	52	15.2
adders and majority gates	24	15.9
xor gates and xnor gates	15	6.61
AOI/OAI and AO/OA	37	12.0
other	1	0.189
## area by class of cell
cell class	count	area share [%]
clock buffers	7	3.98
clock inverters	1	1.29
inverters	12	1.93
multi-input cells	131	48.2
flip-flops and latches	26	26.7
well taps	77	4.14
repair buffers	39	13.8
## cells in the mapped netlist, types with 5 or more instances
cell	number
sky130_fd_sc_hd__ha_1	22
sky130_fd_sc_hd__dfxtp_1	6
sky130_fd_sc_hd__and3_1	5
sky130_fd_sc_hd__nand4_1	8
sky130_fd_sc_hd__a211oi_1	5
sky130_fd_sc_hd__inv_1	12
sky130_fd_sc_hd__o21ai_0	10
sky130_fd_sc_hd__buf_4	39
sky130_fd_sc_hd__dfrtp_1	20
sky130_fd_sc_hd__xor2_1	5
sky130_fd_sc_hd__a21oi_1	7
sky130_fd_sc_hd__nand2_1	5
sky130_fd_sc_hd__nand3_1	10
sky130_fd_sc_hd__nor2_1	11
sky130_fd_sc_hd__xnor2_1	10
## final timing paths
kind                                   from                  to  slack (ns)  cells past startpoint
worst max-delay path            yCounter[3]  memory_address[11]        0.06                      9
worst min-delay path                VGA_HS1              VGA_HS        0.34                      0
worst max register to register  xCounter[1]         yCounter[4]        1.06                      5
worst min register to register      VGA_HS1              VGA_HS        0.34                      0
max in group asynchronous            resetn         xCounter[7]        2.47                      2
min in group asynchronous            resetn         yCounter[9]        0.62                      2
## what timing repair did
item	CTS	global route
setup buffers	4	0
cloned	0	0
endpoints found under the setup margin	7	7
resized	23	16
pin swaps	21	8
Power figures rest on the tool's default switching activity, not on a simulated workload.
