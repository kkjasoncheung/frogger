`flow/config.mk`:
```
export PLATFORM = sky130hd
export DESIGN_NAME = Bin2Hex_7seg
export DESIGN_NICKNAME = Bin2Hex_7seg
export VERILOG_FILES = /design/flow/design.v
export SDC_FILE = /design/flow/constraint.sdc
export NUM_CORES = 4
export LEC_CHECK = 1
export CORE_AREA = 10 10 70 70
export DIE_AREA = 0 0 80 80
```
`flow/constraint.sdc`:
```
current_design Bin2Hex_7seg

set clk_period 1.3
set clk_io_pct 0.2

create_clock -name clk0 -period $clk_period

set non_clock_inputs [all_inputs -no_clocks]
set_input_delay [expr $clk_period * $clk_io_pct] -clock clk0 $non_clock_inputs
set_output_delay [expr $clk_period * $clk_io_pct] -clock clk0 [all_outputs]
```
`flow/design.v`:
```
module animation
	(
		CLOCK_50,						 
		SW,								 
		VGA_CLK,   						 
		VGA_HS,							 
		VGA_VS,							 
		VGA_BLANK,						 
		VGA_SYNC,						 
		VGA_R,   						 
		VGA_G,	 						 
		VGA_B,   						 
		KEY,							 
		HEX0, HEX1, HEX2, HEX3, 		 
		HEX4, HEX5, HEX6, HEX7,
		LEDG, LEDR,						 
		PS2_DAT,
		PS2_CLK,
		GPIO_0,
		GPIO_1
	);
	input			CLOCK_50;				 
	output			VGA_CLK;   				 
	output			VGA_HS;					 
	output			VGA_VS;					 
	output			VGA_BLANK;				 
	output			VGA_SYNC;				 
	output	[9:0]	VGA_R;   				 
	output	[9:0]	VGA_G;	 				 
	output	[9:0]	VGA_B;   				 
	input   [3:0]   KEY;  					 
	input   [0:0]   SW; 					 
	output  [6:0]   HEX0, HEX1, HEX2, HEX3;  
	output  [6:0]   HEX4, HEX5, HEX6, HEX7;
	output  [8:0]   LEDG; 				 
	output  [17:0]  LEDR;  					 
	input	PS2_DAT;						 
	input	PS2_CLK;
	inout  [35:0]  GPIO_0, GPIO_1;			 
	wire resetn;
	assign resetn = SW[0];
	wire [2:0] color;
	wire [7:0] x;
	wire [6:0] y;
	wire writeEn;
	wire collision;  
	wire [3:0] score;
	wire [1:0] lives;
assign  GPIO_0    =  36'hzzzzzzzzz;
assign  GPIO_1    =  36'hzzzzzzzzz;
wire RST;
assign RST = KEY[0];
wire reset = 1'b0;
wire [7:0] scan_code;
reg [7:0] history[1:4];
wire read, scan_ready;
oneshot pulser(
   .pulse_out(read),
   .trigger_in(scan_ready),
   .clk(CLOCK_50)
);
keyboard kbd(
  .keyboard_clk(PS2_CLK),
  .keyboard_data(PS2_DAT),
  .clock50(CLOCK_50),
  .reset(reset),
  .read(read),
  .scan_ready(scan_ready),
  .scan_code(scan_code)
);
	reg posx,posy;
	reg negx,negy;
	reg backspace;	 
always @ (posedge CLOCK_50)	 
begin
	if (scan_code == 8'h74)
		begin
			posy <= 1;
			posx <= 0;
			negy <= 1;
			negx <= 1;
			backspace <= 1;
		end
	else if (scan_code == 8'h75)
		begin
			posy <= 0;
			posx <= 1;
			negy <= 1;
			negx <= 1;
			backspace <= 1;
		end
	else if (scan_code == 8'h6b)
		begin
			posy <= 1;
			posx <= 1; 
			negy <= 1;
			negx <= 0;
			backspace <= 1;
		end
	else if (scan_code == 8'h72)
		begin
			posy <= 1;
			posx <= 1;
			negy <= 0;
			negx <= 1;
			backspace <= 1;
		end
	else if (scan_code == 8'h66)
		begin
			posy <= 1;
			posx <= 1;
			negy <= 1;
			negx <= 1;
			backspace <= 0;
		end
	else
		begin
			posy <= 1;
			posx <= 1;
			negy <= 1;
			negx <= 1;
			backspace <= 1;
		end
	history[4] <= history[3];
	history[3] <= history[2];
	history[2] <= history[1];
	history[1] <= scan_code;
end
	vga_adapter VGA(
			.resetn(resetn),
			.clock(CLOCK_50),
			.colour(color),
			.x(x),
			.y(y),
			.plot(writeEn),
			.VGA_R(VGA_R),
			.VGA_G(VGA_G),
			.VGA_B(VGA_B),
			.VGA_HS(VGA_HS),
			.VGA_VS(VGA_VS),
			.VGA_BLANK(VGA_BLANK),
			.VGA_SYNC(VGA_SYNC),
			.VGA_CLK(VGA_CLK));
		defparam VGA.RESOLUTION = "160x120";
		defparam VGA.MONOCHROME = "FALSE";
		defparam VGA.COLOUR_CHANNEL_DEPTH = 1;
		defparam VGA.BACKGROUND_IMAGE = "image.colour.mif"; 
	test_plotting FSM(.CLOCK_50(CLOCK_50), .resetN(resetn), .collision(collision), .x(x), .y(y), .color(color), .write_En(writeEn),.negx(negx),.negy(negy),.posx(posx),.posy(posy),.backspace(backspace),.score(score),.test(LEDR[1]), .lives_lost(lives));
endmodule
module Bin2Hex_7seg(x,HEX);
	input [3:0]x;
	output [6:0]HEX;
	assign HEX[0] = ~x[3]&x[2]&~x[1]&~x[0] | ~x[3]&~x[2]&~x[1]&x[0] | x[3]&x[2]&~x[1]&x[0] | x[3]&~x[2]&x[1]&x[0];
	assign HEX[1] = ~x[3]&x[2]&~x[1]&x[0] | x[3]&x[2]&~x[0] | x[2]&x[1]&~x[0] | x[3]&x[1]&x[0];
	assign HEX[2] = ~x[3]&~x[2]&x[1]&~x[0] | x[3]&x[2]&~x[1]&~x[0] | x[3]&x[2]&x[1];
	assign HEX[3] = ~x[3]&~x[2]&~x[1]&x[0] | ~x[3]&x[2]&~x[1]&~x[0] | x[2]&x[1]&x[0] | x[3]&~x[2]&x[1]&~x[0];
	assign HEX[4] = ~x[3]&x[0] | ~x[3]&x[2]&~x[1] | x[3]&~x[2]&~x[1]&x[0];
	assign HEX[5] = ~x[3]&~x[2]&x[1] | ~x[3]&~x[2]&x[0] | ~x[3]&x[1]&x[0] | x[3]&x[2]&~x[1]&x[0];
	assign HEX[6] = ~x[3]&~x[2]&~x[1] | ~x[3]&x[2]&x[1]&x[0] | x[3]&x[2]&~x[1]&~x[0];
endmodule
```
`flow/run.sh`:
```
#!/bin/bash
# OpenROAD 26Q1-2900-gdf79404cd8, Yosys 0.63+post, stock flow scripts
make -C /OpenROAD-flow-scripts/flow DESIGN_CONFIG=/design/flow/config.mk WORK_HOME=/design/flow/orfs finish
```
==> results.rst <==
Run summary
-----------

.. list-table::
   :header-rows: 1

   * - Metric
     - Value
   * - Mean routed wirelength per cell
     - 8.27 microns
   * - Core utilization at floorplan
     - 6.52%
   * - Leading post-synthesis cells by cell area
     - sky130_fd_sc_hd__or4b_1 (13%), sky130_fd_sc_hd__o211ai_1 (10%), sky130_fd_sc_hd__nand2b_1 (8.4%)
   * - Post-Synthesis Cell Area
     - 223 sq um
   * - Final antenna-violating net count
     - 0
   * - Maximum Capacitance Violations
     - 0
   * - Critical Path AT
     - 1.14 ns
   * - Area growth, synth to finish
     - 104%
   * - Total number of sequential cells
     - 0
   * - Post-route setup TNS
     - -0.261 ns
   * - Tally of yosys warning messages
     - 2
   * - Total Routed Length
     - 786 microns
   * - Failing checks
     - setup timing
   * - Delay of the slowest cell on the worst path
     - 0.54 ns
   * - Post-route cell area
     - 454 sq um
   * - Worst-Margin Slew
     - 0.225 ns
   * - Final setup vio count
     - 4
   * - Count of boundary I/O pins
     - 11
   * - Number of standard cells after synthesis
     - 32
   * - Proportion of layout cells with a drive suffix above 1
     - 55.1%
   * - Worst-case vdd ir drop
     - 38.2 uV
   * - Core area
     - 3420 sq um
   * - Global placer's final weighted congestion
     - 0.684
   * - Type of origin of the critical path
     - input port
   * - Tally of clock buffers in the finished layout
     - 0
   * - Kind of end point of the critical path
     - output port
   * - Buffers added on ports
     - 11
   * - Run status
     - finished with violations
   * - Critical setup path kind
     - in2out
   * - Final worst setup slack
     - -0.100 ns
   * - Internal power
     - 0.0754 mW
   * - Largest fanout of any net on the critical path
     - 7
   * - Power dissipated by switching net loads
     - 0.0487 mW
   * - Hold Crit Class
     - in2out
   * - Fin crit period
     - 1.40 ns
   * - Number of design-rule violations left by the first detailed-router iteration
     - 17
   * - Routed via count
     - 304
   * - Die Width
     - 80 microns
   * - Cts-stage hold buffer count
     - 0
   * - Share of total power in the clock network
     - 0%
   * - Biggest area consumer among synthesized cells
     - sky130_fd_sc_hd__or4b_1
   * - Slew Limit Fails
     - 0
   * - Switching fraction of total power
     - 39.2%
   * - Number of warnings in the stage logs
     - 34
   * - Synthesized area divided by synthesized cell count
     - 6.96 sq um
   * - Leakage dissipation
     - 0.185 nW
   * - Buffers and inverters on the worst path
     - 2
   * - Unrepaired setup endpoints after global routing
     - true
   * - Total global routing overflow
     - 0
   * - Number of diodes
     - 0
   * - Area of all sequential standard cells
     - 0 sq um
   * - Pin count of the biggest net entering global routing
     - 9
   * - Std-Cell Rows
     - 21
   * - Number of cell instances after yosys synthesis
     - 32
   * - Number of vias per cell after detailed routing
     - 3.20
   * - Remaining routing DRC violations
     - 0
   * - Sequential element share of the synthesized area
     - 0%
   * - Chip area in the Yosys report
     - 223 sq um
   * - Die height
     - 80 microns
   * - Detailed Routing Iterations Pass 1
     - 3
   * - Initial antenna violation count
     - 0
   * - Area of the chip
     - 6400 sq um
   * - Count of final hold-check violations
     - 0
   * - CP required
     - 1.04 ns
   * - Register share of total power
     - 0%
   * - Proportion of power drawn by combinational gates
     - 100.0%
   * - Proportion of netlist area held by the largest area contributor
     - 13.5%
   * - First-pass GRT wire length
     - 1380 microns
   * - Tightest slew margin relative to the limit
     - 84.8%
   * - Estimated wirelength of the detail-placed design
     - 612 microns
   * - Crit-path cells
     - buf_8 > or4b_4 > o211ai_1 > buf_2
   * - Cell family with the largest share of critical-path delay
     - simple AND/OR/NAND/NOR gates
   * - Ratio of total power to cell area
     - 273 nW/um^2
   * - Placed instance area
     - 425 sq um
   * - Yosys cell types
     - 21
   * - GRT Total Usage
     - 2.47%
   * - Number of global-route vias before repair
     - 298
   * - Crit-path slowest cell
     - sky130_fd_sc_hd__or4b_4
   * - Highest attainable clock frequency
     - 0.714 GHz
   * - Final Cycle Share
     - 108%
## layer usage
metal	share of wire [%]	wire length, microns	track usage [%]	vias to the layer above
li1	-	-	-	157
met2	49	383	4.82	5
met1	48	375	2.97	142
met4	0	0	0	0
met5	0	0	0	-
met3	3.4	27	0.227	0
## cells in the final DEF, fill, tap and decap left out, drive strengths merged
cell type and count:
nand3 2, o21a 1, a22oi 1, xnor2 1
o221ai 1, or4b 3, or3b 1, o2111ai 1
or2b 1, inv 2, o211ai 3, nand4b 2
nand2b 3, or3 1, buf 21, o21ai 2
nor2b 1, a21boi 1, nand2 1
## power by group through the flow
stage / clock (mW) / sequential (mW) / combinational (mW)
6_report: 0 / 0 / 0.124
5_1_grt: 0 / 0 / 0.139
4_1_cts: 0 / 0 / 0.122
## worst paths after layout
| kind | startpoint | endpoint | slack, ns | depth (start not counted) |
|---|---|---|---|---|
| worst max-delay path | x[1] | HEX[0] | -0.10 | 4 |
| worst min-delay path | x[0] | HEX[0] | 0.86 | 4 |
## area by class of cell
| class | count | area (sq um) |
|---|---|---|
| timing repair buffer | 21 | 166 |
| tap | 46 | 57.6 |
| fill | 391 | 2960 |
| inverter | 2 | 7.51 |
| multi-input combinational | 26 | 223 |
## synthesized netlist by cell type, drive strengths merged
library cell  n
a21boi        1
nand4b        2
o21a          1
inv           2
or2b          1
o211ai        3
o21ai         2
nand2         1
or3           1
nand3         2
or4b          3
clkbuf        1
buf           3
nand2b        3
o2111ai       1
xnor2         1
or3b          1
nor2b         1
a22oi         1
o221ai        1
## tightest hold or removal path, delay by kind of cell
kind | cells | cell delay, ns
AOI/OAI and AO/OA | 1 | 0.08
and+or+nand+nor | 1 | 0.05
buffers and inverters | 2 | 0.21
## through the flow
stage | hold slack [ns] | utilization [%] | total power, mW | setup slack [ns] | instances
final | 0.864 | 13.3 | 0.124 | -0.100 | 95
after floorplan | 0.631 | - | 0.0466 | 0.107 | 32
after global placement | 1.61 | 12.5 | 0.121 | -0.929 | 93
after detailed placement | 1.61 | 12.5 | 0.122 | -0.931 | 93
after global routing | 0.890 | 13.3 | 0.139 | -0.130 | 95
after CTS | 0.875 | 13.0 | 0.122 | -0.111 | 95
## cells by family (layout without fill, tap and decap cells)
family,count (synthesis),count (layout),synth area share [%]
XOR/XNOR,1,1,3.93
AND-OR/OR-AND,10,10,32.6
buffers and inverters,6,23,14.6
AND/OR/NAND/NOR,15,15,48.9
## timing repair
action | in CTS | in global routing
resized | 54 | 2
setup endpoints to repair | 7 | 6
setup buffers | 2 | 0
pin swaps | 7 | 4
No activity file was given, so power comes from the tool's default toggle rates.
